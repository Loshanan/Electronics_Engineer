File: /design/flow/run.sh
#!/bin/bash
# OpenROAD 26Q1-2900-gdf79404cd8, Yosys 0.63+post, stock flow scripts
make -C /OpenROAD-flow-scripts/flow DESIGN_CONFIG=/design/flow/config.mk WORK_HOME=/design/flow/orfs finish
File: /design/flow/config.mk
export PLATFORM = sky130hd
export DESIGN_NAME = uart_TX
export DESIGN_NICKNAME = uart_TX
export VERILOG_FILES = /design/flow/design.v
export SDC_FILE = /design/flow/constraint.sdc
export NUM_CORES = 4
export LEC_CHECK = 1
export CORE_AREA = 10 10 86 86
export DIE_AREA = 0 0 96 96
File: /design/flow/constraint.sdc
current_design uart_TX

set clk_period 2.4
set clk_io_pct 0.2

create_clock -name clk0 -period $clk_period [get_ports {clk}]

set non_clock_inputs [all_inputs -no_clocks]
set_input_delay [expr $clk_period * $clk_io_pct] -clock clk0 $non_clock_inputs
set_output_delay [expr $clk_period * $clk_io_pct] -clock clk0 [all_outputs]
File: /design/flow/design.v
module uart_TX #(
    CLKS_PER_BIT = 87      
) (
    input  logic       clk,
    input  logic [7:0] dataTX,
    input  logic       dataTXValid,
    output logic       serialTX,
    output logic       activeTX,
    output logic       doneTX
);
    parameter IDLE      = 2'b00;
    parameter START_BIT = 2'b01;
    parameter DATA      = 2'b10;
    parameter STOP_BIT  = 2'b11;
    logic [7:0] regData;        
    logic [2:0] dataIndex;      
    logic [7:0] clkCount;       
    logic [1:0] mainSM;         
    always_ff @( posedge clk ) begin
        unique case(mainSM) 
            IDLE: begin
                dataIndex <= '0;
                clkCount  <= '0;
                doneTX    <= 1'b0;
                serialTX  <= 1'b1;
                if (dataTXValid) begin
                    regData  <= dataTX;
                    mainSM   <= START_BIT;
                    activeTX <= 1'b1;
                end
                else activeTX  <= 1'b0;
            end
            START_BIT: begin
                serialTX <= 1'b0;
                if (clkCount < CLKS_PER_BIT - 1) clkCount <= clkCount + 1;
                else begin
                    clkCount <= '0;
                    mainSM   <= DATA;
                end
            end
            DATA: begin
                serialTX <= regData[dataIndex];          
                if (clkCount < CLKS_PER_BIT - 1) clkCount <= clkCount + 1;
                else begin
                    clkCount <= '0;
                    if (dataIndex < 7) begin
                        dataIndex <= dataIndex + 1;
                    end
                    else begin
                        dataIndex <= '0;
                        mainSM    <= STOP_BIT;
                    end
                end 
            end
            STOP_BIT: begin
                serialTX <= 1'b1;
                if (clkCount < CLKS_PER_BIT - 1) clkCount <= clkCount + 1;
                else begin
                    clkCount <= '0;
                    mainSM   <= IDLE;
                    doneTX   <= 1'b1;
                    activeTX <= 1'b0;
                end
            end
            default: begin
                mainSM <= IDLE;
            end
        endcase
    end
endmodule
==> results.py <==
# Auto-generated metrics
metrics = {
    "status": {
        "status": "complete, no violations",
    },
    "grt": {
        "grt_pass1_vias": 586,
        "grt_pass1_wl_um": 2630,
        "grt-ovfl-total": 0,
        "use_met2_pct": 4.88,
        "use_met1_pct": 5.27,
        "grt_util_met3_pct": 1.97,
        "grt_antenna_before_repair": 0,
        "top_usage_layer": "met1",
        "grtUsageTotal_pct": 3.65,
        "grt_max_degree": 16,
    },
    "cts": {
        "cts_hold_buffers": 0,
        "clock-sinks": 26,
        "cts_tree": "yes",
        "cts-resized-gates": 0,
        "cts-root-buf": "clkbuf_8",
        "clockBufferDepth": 2,
        "htreeDepth": 1,
        "post_cts_buffers": 0,
        "clk_pin_slew_ns": 0.09,
        "cts_buffers": 3,
        "insertion_delay_ns": 0.26,
    },
    "routing": {
        "wire_per_inst_um": 9.44,
        "drc": 0,
        "dr.pass1.iters": 2,
        "wl_um": 1560,
        "via_per_inst": 3.50,
        "num_antenna_cells": 0,
        "first_iter_violations": 43,
        "ant_nets": 0,
        "num_vias": 577,
    },
    "layout": {
        "final_cell_area_um2": 1270,
        "logic_area_um2": 320,
        "regArea_um2": 651,
        "utilization_pct": 22.9,
        "lay_top_cells": "edfxtp_1, dfxtp_1, clkdlybuf4s50_1",
        "drive_above_1_share_pct": 8.60,
        "syn_to_final_growth_pct": 27.4,
        "fill_cells": 597,
    },
    "yosys": {
        "ys_types": 30,
        "yosys_warnings": 1,
        "postSynthAreaPerCell_um2": 12.6,
        "netlist_area_um2": 995,
        "ys_area_um2": 995,
        "synth_flops": 26,
        "ys_cells": 79,
        "netlist_instances": 79,
        "ys_seq_share_pct": 65.4,
    },
    "floorplanning": {
        "pin_count": 13,
        "die_h_um": 96,
        "die_w_um": 96,
        "coreArea_um2": 5540,
        "rows": 27,
        "initCoreUtil_pct": 18.0,
        "dieArea_um2": 9220,
    },
    "power": {
        "sw_frac_of_total_pct": 25.0,
        "comb_power_share_pct": 19.1,
        "seqPwrFrac_pct": 52.8,
        "irDropWorstVdd_mv": 0.348,
        "p_per_area_nw_per_um2": 986,
        "p_clk_share_pct": 28.1,
        "internal_power_mw": 0.938,
        "p_sw_mw": 0.312,
        "leakage_nw": 0.448,
    },
    "worst_setup_path": {
        "crit_type": "reg2out",
        "cpPeakStageDelay_ns": 0.46,
        "end_kind": "primary output",
        "path_cells": "clkdlybuf4s50_1",
        "startpoint_type": "flip-flop",
        "cp.arrival_ns": 1.05,
        "cp_slowest_cell": "clkdlybuf4s50_1",
        "crit_fanout": 1,
        "cp_num_buf_inv": 1,
        "cp_top_family": "buffers and inverters",
        "cp.required_ns": 1.92,
    },
    "placed_design": {
        "place_area_um2": 1200,
        "place_ws_ns": 0.673,
        "dp_hpwl_um": 1190,
        "io_buffers": 12,
        "place.gp.congestion": 0.762,
    },
    "sta": {
        "hold_violations": 0,
        "fin_crit_ns": 1.53,
        "clock.fmax_mhz": 654,
        "setup_viol": 0,
        "period_used_pct": 63.7,
        "rsz0062_at_grt": "false",
        "whs_ns": 0.454,
        "setup_ws_ns": 0.872,
        "setup_tns_ns": 0,
        "final_max_slew_viol_count": 0,
        "tightest_slew_ns": 0.554,
        "skew_ns": 0.00339,
        "slew_headroom_pct": 62.9,
    },
    "job": {
        "tool_warnings": 25,
        "maxCapViolations": 0,
    },
    "worst_hold_path": {
        "min_path_type": "reg2reg",
    },
}
-- through the flow --
step	cells	total power, mW
floorplan	79	0.821
global placement	161	0.899
detailed placement	161	0.910
CTS	165	1.27
global route	165	1.34
finish	165	1.25
-- state kept, by name, summed over array words and instances, names as in the netlist --
signal / cells
serialTX: 1
regData: 8
dataIndex: 3
mainSM: 4
activeTX: 1
clkCount: 8
doneTX: 1
-- cell usage after synthesis --
library cell | count | area share (%)
nand3b_1 | 1 | 0.75
clkbuf_1 | 1 | 0.38
nor2_1 | 10 | 3.8
o21a_1 | 1 | 0.75
edfxtp_1 | 13 | 39
o311ai_1 | 1 | 0.88
dfxtp_1 | 13 | 26
xor2_1 | 2 | 1.8
o31ai_2 | 1 | 1.3
and2b_2 | 1 | 0.88
conb_1 | 1 | 0.38
and3_1 | 4 | 2.5
a31oi_1 | 1 | 0.63
o21ai_0 | 2 | 1.0
mux2_2 | 1 | 1.1
o22ai_1 | 1 | 0.63
mux4_2 | 1 | 2.3
a22o_1 | 1 | 0.88
nor2b_1 | 2 | 1.3
a21oi_1 | 4 | 2.0
nand3_1 | 2 | 1.0
o21ai_1 | 1 | 0.50
xnor2_1 | 3 | 2.6
inv_1 | 4 | 1.5
a21o_1 | 1 | 0.75
mux2i_1 | 1 | 1.0
buf_2 | 1 | 0.50
ha_1 | 2 | 2.5
nand2_1 | 1 | 0.38
and2_1 | 1 | 0.63
-- worst paths after layout --
path | startpoint | to | slack (ns) | cells past startpoint
max reg2reg | clkCount[4] | dataIndex[0] | 1.02 | 3
max | doneTX | doneTX | 0.87 | 1
min reg2reg | clkCount[0] | clkCount[0] | 0.45 | 1
min | clkCount[0] | clkCount[0] | 0.45 | 1
-- layer usage --
| layer | vias up | part of all wire, % |
|---|---|---|
| li1 | 305 | - |
| met1 | 257 | 50 |
| met2 | 13 | 39 |
| met3 | 2 | 10 |
| met4 | 0 | 1.4 |
| met5 | - | 0 |
-- power by group through the flow --
stage         clock network [mW]  logic [mW]  registers [mW]
finish                     0.351       0.239           0.660
global route               0.383       0.279           0.676
CTS                        0.362       0.243           0.660
-- logic make-up after synthesis --
logic type | Yosys count | synth area share (%)
adder cells (fa/ha/maj) | 2 | 2.52
buffers and inverters | 6 | 2.39
multiplexers | 3 | 4.40
XOR/XNOR | 5 | 4.40
other | 1 | 0.377
AND/OR/NAND/NOR | 22 | 11.2
AND-OR/OR-AND | 14 | 9.31
flip-flops | 26 | 65.4
-- layout make-up --
type	instances	area share, %
clock inverters	1	2.37
multi-input cells	47	25.3
inverters	4	1.18
clock buffers	3	3.26
flip-flops and latches	26	51.3
repair buffers	12	9.48
well taps	72	7.11
Power figures rest on the tool's default switching activity, not on a simulated workload.
