===== design/flow/config.mk =====
export PLATFORM = sky130hd
export DESIGN_NAME = uart_RX
export DESIGN_NICKNAME = uart_RX
export VERILOG_FILES = /design/flow/design.v
export SDC_FILE = /design/flow/constraint.sdc
export NUM_CORES = 4
export LEC_CHECK = 1
export CORE_AREA = 10 10 101 101
export DIE_AREA = 0 0 111 111

===== design/flow/constraint.sdc =====
current_design uart_RX

set clk_period 2.0
set clk_io_pct 0.2

create_clock -name clk0 -period $clk_period [get_ports {clk}]

set non_clock_inputs [all_inputs -no_clocks]
set_input_delay [expr $clk_period * $clk_io_pct] -clock clk0 $non_clock_inputs
set_output_delay [expr $clk_period * $clk_io_pct] -clock clk0 [all_outputs]

===== design/flow/design.v =====
module uart_RX #(
    CLKS_PER_BIT = 87
) (
    input  logic       serial,
    input  logic       clk,
    output logic [7:0] dataRX,
    output logic       dataRXValid
);
    parameter IDLE      = 2'b00;
    parameter START_BIT = 2'b01;
    parameter DATA      = 2'b10;
    parameter STOP_BIT  = 2'b11;
    logic [7:0] clkCount;
    logic [2:0] dataIndex;
    logic [7:0] data;
    logic [1:0] mainSM;
    always_ff @( posedge clk ) begin
        unique case (mainSM)
            IDLE: begin
                clkCount    <= '0;
                dataIndex   <= '0;
                dataRXValid <=  0;
                if (!serial) begin
                    mainSM <= START_BIT;
                end
            end
            START_BIT: begin
                if (clkCount < CLKS_PER_BIT/2 - 1) clkCount <= clkCount + 1;
                else begin
                    if (!serial) begin
                        mainSM   <= DATA;
                        clkCount <= '0;
                    end 
                    else begin
                        mainSM   <= IDLE;
                    end
                end
            end
            DATA: begin
                if (clkCount < CLKS_PER_BIT - 1) clkCount <= clkCount + 1;
                else begin
                    data[dataIndex] = serial;
                    clkCount <= '0;
                    if (dataIndex < 7) begin
                        dataIndex <= dataIndex + 1;
                    end
                    else begin
                        dataIndex <= '0;
                        mainSM    <= STOP_BIT;
                    end
                end
            end
            STOP_BIT: begin
                if (clkCount < CLKS_PER_BIT - 1) clkCount <= clkCount + 1;
                else begin
                    dataRXValid <= 1;
                    clkCount    <= '0;
                    mainSM      <= IDLE;
                end
            end
            default: begin
                mainSM <= IDLE;
            end
        endcase
    end
    assign dataRX = data;
endmodule

===== design/flow/run.sh =====
#!/bin/bash
# OpenROAD 26Q1-2900-gdf79404cd8, Yosys 0.63+post, stock flow scripts
make -C /OpenROAD-flow-scripts/flow DESIGN_CONFIG=/design/flow/config.mk WORK_HOME=/design/flow/orfs finish

==> impl_metrics.env <==
# yosys + openroad results
export IMPL_min_path_type="register to register"
export IMPL_postCtsHoldBufs=0
export IMPL_grt_pass1_vias=826
export IMPL_rsz0062_at_grt="false"
export IMPL_cap_violations=0
export IMPL_fin_crit_sh=0.866
export IMPL_worstHoldPathCells=2
export IMPL_yosys_cells=112
export IMPL_io_pins=11
export IMPL_reg2reg_slack_ps=270
export IMPL_setup_violations_final=0
export IMPL_lay_top_cells="20 x edfxtp_1, 12 x nand2_1, 10 x clkdlybuf4s50_1"
export IMPL_ys_top_cells_by_area="edfxtp_1 47%, dfxtp_1 6.3%, ha_1 5.9%, nand2_1 3.5%, a21oi_1 2.7%"
export IMPL_gr_usage_all_layers=0.0369
export IMPL_synth_area_um2=1280
export IMPL_numCtsBuffers=3
export IMPL_synth_avg_cell_area_um2=11.4
export IMPL_rr_worst_depth=3
export IMPL_synth_seq_share=0.531
export IMPL_final_common_cell="edfxtp_1"
export IMPL_first_iter_violations=34
export IMPL_ys_chip_area_um2=1280
export IMPL_ys_seq_elements=24
export IMPL_whs_ps=509
export IMPL_dieArea_um2=12300
export IMPL_gr_total_overflow=0
export IMPL_worstSetupPathType="register to register"
export IMPL_ys_async_sr_fraction=0
export IMPL_timing_fmax_mhz=577
export IMPL_die_x_um=111
export IMPL_cts_tree="built"
export IMPL_drtAntennaViolNets=0
export IMPL_antenna_found_initial=0
export IMPL_cts_htree_levels=1
export IMPL_cts_resized=0
export IMPL_dp_hpwl_um=1750
export IMPL_postCtsSetupBuffers=0
export IMPL_crit_required_ps=1930
export IMPL_root_buffer="clkbuf_8"
export IMPL_yosysTopAreaCellShare=0.469
export IMPL_via_count=856
export IMPL_cp_max_fo=8
export IMPL_wl_per_cell_um=10.1
export IMPL_syn_inst=112
export IMPL_ir_drop_mv=0.481
export IMPL_min_from="mainSM[0]"
export IMPL_nFillCells=860
export IMPL_hold_viol_final=0
export IMPL_insertion_delay_ps=260
export IMPL_synth_distinct_cells=40
export IMPL_fin_crit_ps=1730
export IMPL_drt_first_pass_iters=4
export IMPL_stdcell_count=232
export IMPL_avgViaCountPerCell=3.69
export IMPL_core_area_um2=8130
export IMPL_fin_setup_tns_ps=0
export IMPL_grt_max_degree=14
export IMPL_ys_warn_count=1
export IMPL_power_leakage_uw=0.000547
export IMPL_clkTransAtPathRegs_ps=80
export IMPL_r2r_end="data[7]"
export IMPL_globalplace_congestion=0.828
export IMPL_slew_violations=0
export IMPL_cts_sinks=24
export IMPL_final_layout_size_suffix_gt1_frac=0.102
export IMPL_dieHeight_um=111
export IMPL_p_per_area_nw_per_um2=1580
export IMPL_finalClockSkew_ps=3.20
export IMPL_synth_edff_count=20
export IMPL_yosys_most_used_dff="edfxtp_1"
export IMPL_num_rows=33
export IMPL_warning_count=29
export IMPL_antennaDiodeCount=0
export IMPL_top_area_cell="edfxtp_1"
export IMPL_port_buffers=10
export IMPL_clockBufferDepth=2
export IMPL_min_to="mainSM[2]"
export IMPL_routed_wl_um=2340
export IMPL_syn2layout_area_growth_pct=22.7
export IMPL_status="complete, no violations"
export IMPL_cp_arrival_ps=1670
export IMPL_crit_path_start_kind="register"
export IMPL_grt_pass1_wl_um=3920
export IMPL_timing_rr_start="clkCount[5]"
export IMPL_drc_errors=0
export IMPL_cp_end_kind="register"
export IMPL_placed_cells=228
export IMPL_fp_util=0.158
flip-flops by register name, summed over array words and instances, names as in the netlist:
signal and flops:
mainSM 4, dataRXValid 1, dataIndex 3, clkCount 8
data 8
per-layer routing:
| metal | track usage | share of wire | vias to the layer above |
|---|---|---|---|
| met5 | 0 | 0 | - |
| met2 | 0.0558 | 0.45 | 14 |
| met4 | 0.00260 | 0 | 0 |
| li1 | - | - | 448 |
| met1 | 0.0515 | 0.51 | 394 |
| met3 | 0.0137 | 0.037 | 0 |
through the flow:
| stage | total power (µW) | instance area, µm² | setup WS [ps] | util |
|---|---|---|---|---|
| after global routing | 2700 | 1570 | 140 | 0.193 |
| after detailed placement | 2210 | 1530 | 270 | 0.188 |
| after global placement | 2210 | 1530 | 255 | 0.188 |
| after CTS | 2510 | 1570 | 266 | 0.193 |
| final | 2480 | 1570 | 268 | 0.193 |
| after floorplan | 1760 | 1280 | 80.8 | - |
critical path, cell delays in order (launching register included):
cell and delay, ps:
edfxtp_1 470, nand3b_1 230, o211ai_1 260, and3b_1 440
cell type report:
| type | instances | area [µm²] | area share |
|---|---|---|---|
| Inverter | 4 | 15.0 | 0.00955 |
| Sequential cell | 24 | 681 | 0.433 |
| Timing Repair Buffer | 15 | 138 | 0.0876 |
| Clock buffer | 3 | 41.3 | 0.0263 |
| Multi-Input combinational cell | 80 | 562 | 0.357 |
| Clock inverter | 1 | 3.75 | 0.00239 |
| Tap cell | 105 | 131 | 0.0836 |
power breakdown:
group          switching (µW)  internal [µW]  total (µW)
clock                     150            137         287
sequential                188            893        1080
combinational             548            564        1110
total                     886           1590        2480
cell usage after synthesis, types with 2 or more instances:
master / instances
a22o_1: 2
xor2_1: 2
nand3b_1: 2
or3_1: 2
ha_1: 6
o2bb2ai_1: 4
o21ai_0: 3
o211ai_1: 3
dfxtp_1: 4
clkbuf_1: 2
edfxtp_1: 20
nor2_1: 5
a22oi_2: 2
a21oi_1: 7
nand2_1: 12
xnor2_1: 3
nand3_1: 5
inv_1: 4
o21a_1: 3
cells by family (layout without fill, tap and decap cells):
| group | count (synthesis) | count (layout) | share of synthesized area |
|---|---|---|---|
| compound gates | 29 | 29 | 0.166 |
| xor+xnor | 6 | 6 | 0.0469 |
| fa+ha+maj | 6 | 6 | 0.0586 |
| buf+inv | 8 | 23 | 0.0303 |
| flops | 24 | 24 | 0.531 |
| mux | 3 | 3 | 0.0254 |
| other cells | 1 | 1 | 0.00293 |
| simple gates | 35 | 35 | 0.139 |
worst max path at each step:
stage / to / slack (ps) / startpoint / cells after the start
6_report: data[7] / 270 / clkCount[5] / 3
4_1_cts: data[6] / 270 / clkCount[5] / 3
5_1_grt: data[6] / 140 / clkCount[5] / 3
Power figures rest on the tool's default switching activity, not on a simulated workload.
