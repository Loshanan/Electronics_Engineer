==> design/flow/design.v <==
module axiSlave #(
    parameter DATA_WIDTH = 32,
    parameter ADDR_WIDTH = 2
) (
    input logic clk, rst,
    input logic awvalid,         
    output logic awready,        
    input logic [ADDR_WIDTH - 1:0] awaddr,  
    input logic [DATA_WIDTH - 1:0] wdata,  
    input logic wvalid,          
    output logic wready,         
    output logic wresp,          
    input logic arvalid,         
    output logic arready,        
    input logic [ADDR_WIDTH - 1:0] araddr,  
    output logic [DATA_WIDTH - 1:0] rData,  
    output logic rvalid,         
    input logic [DATA_WIDTH - 1:0] reg1,
    output logic [DATA_WIDTH - 1:0] reg2,
    output logic [DATA_WIDTH - 1:0] reg3
);
    logic [ADDR_WIDTH - 1:0] writeAddress;
    logic [DATA_WIDTH - 1:0] writeData;
    logic [ADDR_WIDTH - 1:0] readAddress;
    always_ff @( posedge clk or negedge rst) begin
        if (!rst) begin
            reg2 <= '0;
            reg3 <= '0;
        end else begin
            if (awvalid && !awready) begin
                writeAddress <= awaddr;
                awready <= 1;
            end
            else begin
                awready <= 0;
            end
            if (wvalid && !wready) begin
                writeData <= wdata;
                wready <= 1;
            end
            else begin
                wready <= 0;
            end
            if (writeAddress == 2'd2) begin
                reg2 <= writeData;
                wresp <= 1;
            end
            else if (writeAddress == 2'd3) begin
                reg3 <= writeData;
                wresp <= 1;
            end
            else wresp <= 0;
        end
    end
    always_ff @( posedge clk or negedge rst) begin
        if (!rst) begin
            reg2 <= '0;
            reg3 <= '0;
        end else begin
            if (arvalid && !arready) begin
                readAddress <= araddr;
                arready <= 1;
            end
            else arready <= 0;
            if (readAddress == 2'd1) begin
                rData <= reg1;
                rvalid <= 1;
            end
            else begin
                rData <= '0;
                rvalid <= 0;
            end
        end
    end
endmodule
==> design/flow/run.sh <==
#!/bin/bash
# OpenROAD 26Q1-2900-gdf79404cd8, Yosys 0.63+post, stock flow scripts
make -C /OpenROAD-flow-scripts/flow DESIGN_CONFIG=/design/flow/config.mk WORK_HOME=/design/flow/orfs finish
==> design/flow/config.mk <==
export PLATFORM = sky130hd
export DESIGN_NAME = axiSlave
export DESIGN_NICKNAME = axiSlave
export VERILOG_FILES = /design/flow/design.v
export SDC_FILE = /design/flow/constraint.sdc
export NUM_CORES = 4
export LEC_CHECK = 1
export CORE_UTILIZATION = 30
==> design/flow/constraint.sdc <==
current_design axiSlave

set clk_period 2.3
set clk_io_pct 0.2

create_clock -name clk0 -period $clk_period [get_ports {clk}]

set non_clock_inputs [all_inputs -no_clocks]
set_input_delay [expr $clk_period * $clk_io_pct] -clock clk0 $non_clock_inputs
set_output_delay [expr $clk_period * $clk_io_pct] -clock clk0 [all_outputs]
==> results.sh <==
# source this file to load flow results
export IMPL_topCellsByArea="edfxtp_1 58%, buf_4 23%, and3b_2 8.7%"
export IMPL_synth_seq_cells=40
export IMPL_timing_rr_start="readAddress[0]"
export IMPL_fin_skew_ns=0.002346
export IMPL_hold_class="reg2reg"
export IMPL_core_area_sq_um=6495
export IMPL_crit_slowest_cell="clkdlybuf4s50_1"
export IMPL_ctsHoldBuffers=0
export IMPL_rrSetupSlack_ns=1.00
export IMPL_cts_resized=0
export IMPL_clk_pin_slew_ns=0.08
export IMPL_peakVddDrop_mv=0.2333
export IMPL_rows=29
export IMPL_synth_area_sq_um=2064
export IMPL_cp_cell_sequence="clkdlybuf4s50_1"
export IMPL_avgSynthCellArea_sq_um=13.76
export IMPL_die_area_sq_um=7217
export IMPL_worstPathRequired_ns=1.84
export IMPL_ys_cells=150
export IMPL_grt_ovfl_total=0
export IMPL_largest_area_cell="edfxtp_1"
export IMPL_cts_made_buffers=5
export IMPL_ant_nets=0
export IMPL_yosysUniqueCellTypes=8
export IMPL_grt_pass1_wl_um=5140
export IMPL_fp_util_pct=31.79
export IMPL_slew_viol_final=0
export IMPL_drv_cap=0
export IMPL_vias=1173
export IMPL_insertion_delay_ns=0.28
export IMPL_ys_seq_share_pct=58.18
export IMPL_crit_path_max_incr_delay_ns=0.47
export IMPL_crit_family="buffers and inverters"
export IMPL_crit_fanout=3
export IMPL_timing_final_crit_period_ns=1.589
export IMPL_cts_sinks=40
export IMPL_min_to="wresp"
export IMPL_diodes=0
export IMPL_io_pins=174
export IMPL_fmax_mhz=629.2
export IMPL_synthCells=150
export IMPL_finalHoldViolations=0
export IMPL_ys_warn_count=129
export IMPL_holdWs_ns=0.4237
export IMPL_cts_setup_buffers=0
export IMPL_ys_area_sq_um=2064
export IMPL_antenna_found_initial=0
export IMPL_top_cell_area_share_pct=58.18
export IMPL_drt_wirelength_per_cell_um=11.11
export IMPL_fin_crit_sh_pct=69.10
export IMPL_holdPathStages=0
export IMPL_dp_hpwl_um=2440
export IMPL_finalWorstSetupSlack_ns=0.7106
export IMPL_drive_gt1_share_pct=12.23
export IMPL_drt_initial_drc_count=48
export IMPL_htreeDepth=2
export IMPL_hold_start="writeAddress[1]"
export IMPL_pre_cts_ws_ns=0.7504
export IMPL_place_congestion=0.6949
export IMPL_critPathLaunchType="flop"
export IMPL_leakage_nw=1.199
export IMPL_port_buffers=76
export IMPL_grt_usage_pct=9.636
export IMPL_n_fill_cell=593
export IMPL_worstPathArrival_ns=1.13
export IMPL_worst_path_buf_inv=1
export IMPL_worstRegToRegCells=2
export IMPL_warnings=58
export IMPL_crit_type="reg2out"
export IMPL_final_core_util_pct=42.27
export IMPL_clockBufferDepth=2
export IMPL_vias_per_cell=3.833
export IMPL_finalSetupViolations=0
export IMPL_power_density_nw_per_um2=529.9
export IMPL_fp_dieH_um=84.96
export IMPL_grt_max_degree=24
export IMPL_p_total_w=0.001455
export IMPL_rsz0062_at_grt="false"
export IMPL_cts_tree="built"
export IMPL_fin_setup_tns_ns=0
export IMPL_drc=0
export IMPL_cts_root_buf="clkbuf_8"
export IMPL_drt_total_wl_um=3400
export IMPL_status="complete, no violations"
export IMPL_die_w_um=84.96
export IMPL_drtPass1Iterations=23
export IMPL_end_kind="output pin"
export IMPL_grt_pass1_vias=973
export IMPL_area_growth_pct=32.97
export IMPL_r2r_end="rData[15]"
==> worst max path at each step <==
| stage | from | to | depth (start not counted) |
|---|---|---|---|
| finish | arready | arready | 1 |
| CTS | arready | arready | 1 |
| global route | awready | awready | 1 |
==> registers in the layout, summed over array words and instances, names as in the netlist <==
signal / flops
wready: 1
rvalid: 1
rData: 32
wresp: 1
awready: 1
readAddress: 2
writeAddress: 1
arready: 1
==> where the power goes <==
group | total (W) | switching (W) | internal, W | leakage (nW)
clock network | 0.000445 | 0.000235 | 0.000210 | 0.0388
logic | 0.000159 | 0.0000364 | 0.000122 | 0.754
registers | 0.000850 | 0.0000118 | 0.000839 | 0.406
total | 0.00145 | 0.000283 | 0.00117 | 1.20
==> cell families after synthesis <==
group	count (synthesis)	share of synthesized area [%]
flops	40	58.18
other cells	1	0.1816
simple gates	38	16.73
buf+inv	71	24.91
==> layout by cell type, fill, tap and decap left out <==
cell	n
clkinv_1	1
clkbuf_1	1
clkdlybuf4s50_1	75
edfxtp_1	40
buf_2	1
and3b_2	18
and3b_1	16
conb_1	64
nor2b_1	4
buf_4	3
clkbuf_8	5
clkinvlp_4	1
==> synth_stat cells <==
library cell / number
buf_4: 64
edfxtp_1: 40
and3b_2: 18
and3b_1: 16
buf_2: 6
nor2b_1: 4
clkbuf_1: 1
conb_1: 1
==> final cells by class <==
class                           count  area (sq um)  area share [%]
Timing Repair Buffer               79         778.2           28.35
Multi-Input combinational cell    102         585.6           21.33
Clock inverter                      2         11.26          0.4102
Tap cell                           77         96.34           3.510
Sequential cell                    40          1201           43.76
Clock buffer                        6         72.57           2.644
==> through the flow <==
stage	instance area, sq um	cells
4_1_cts	2745	306
3_3_place_gp	2661	298
3_5_place_dp	2661	298
6_report	2745	306
5_1_grt	2745	306
2_1_floorplan	2301	213
==> routing by layer <==
layer  vias to the layer above  routed length (um)  global-route usage [%]
met2                        89                1604                   14.08
met5                         -                   0                       0
met1                       540                1352                   15.03
met4                         0                   0                   1.387
met3                         0                 442                   3.356
li1                        544                   -                       -
No activity file was given, so power comes from the tool's default toggle rates.
